==> /design/flow/design.v <==
module shift_reg(in_reg, par_load, enable, in_bit, Clk, out_reg);
    parameter n = 8;
    input [n-1:0] in_reg;
    input par_load, enable, in_bit, Clk;
    integer k;
    output reg [n-1:0] out_reg;
    always @ (posedge Clk )
    if (par_load)
    out_reg <= in_reg;
    else if (enable)
    begin
      for (k = n-1; k > 0; k = k - 1)
      out_reg[k-1] <= out_reg[k];
      out_reg[n-1] <= in_bit;
    end
  endmodule
module serial_adder(A, B, Reset, Clk, Sum);
  input [7:0] A, B;
  input Reset, Clk;
  reg sbit, cur_state, next_state;
  parameter G = 1'b0, H = 1'b1;
  output wire [7:0] Sum;
  reg [3:0] Cnt;
  wire [7:0] QA, QB;
  wire Run;
  shift_reg shift_A(A, Reset, 1'b1, 1'b0, Clk, QA);
  shift_reg shift_B(B, Reset, 1'b1, 1'b0, Clk, QB);
  shift_reg shift_sum(8'b0, Reset, Run, sbit, Clk, Sum);
  always @(QA, QB, cur_state)
    case (cur_state)
      G: 
      begin
        sbit = QA[0] ^ QB[0];
        if (QA[0] & QB[0]) next_state = H;
        else next_state = G;
      end
      H: 
      begin
        sbit = QA[0] ~^ QB[0];
        if (~QA[0] & ~QB[0]) next_state = G;
        else next_state = H;
      end
      default: 
      begin 
        sbit = 0; 
        next_state = G; 
      end
    endcase
    always @(posedge Clk)
    if (Reset) cur_state <= G;
    else cur_state <= next_state;
    always @(posedge Clk)
      if (Reset) Cnt <= 8;
      else if (Run) Cnt <= Cnt - 1;
      assign Run = |Cnt;
endmodule
==> /design/flow/run.sh <==
#!/bin/bash
# OpenROAD 26Q1-2900-gdf79404cd8, Yosys 0.63+post, stock flow scripts
make -C /OpenROAD-flow-scripts/flow DESIGN_CONFIG=/design/flow/config.mk WORK_HOME=/design/flow/orfs finish
==> /design/flow/config.mk <==
export PLATFORM = sky130hd
export DESIGN_NAME = serial_adder
export DESIGN_NICKNAME = serial_adder
export VERILOG_FILES = /design/flow/design.v
export SDC_FILE = /design/flow/constraint.sdc
export NUM_CORES = 4
export LEC_CHECK = 1
export CORE_AREA = 10 10 108 108
export DIE_AREA = 0 0 118 118
==> /design/flow/constraint.sdc <==
current_design serial_adder

set clk_period 2.0
set clk_io_pct 0.2

create_clock -name clk0 -period $clk_period [get_ports {Clk}]

set non_clock_inputs [all_inputs -no_clocks]
set_input_delay [expr $clk_period * $clk_io_pct] -clock clk0 $non_clock_inputs
set_output_delay [expr $clk_period * $clk_io_pct] -clock clk0 [all_outputs]
==> reports/results.ini <==
[synth]
ys_types=23
yosys.stat.seqShare_pct=52.31
top_cell_area_share_pct=52.31
postSynthAreaPerCell_sq_um=12.06
synth-cells-yosys=92
yosys.area.top_type=dfxtp_1
synth.most_common_cell=dfxtp_1
synthArstFlopShare_pct=0
synthFlopType=dfxtp_1
synth_cells=92
ys_warn_count=2
edf_count=0
synth_chip_area_sq_um=1110
syn_area_sq_um=1110
synthTopCellsByCount=dfxtp_1 (29), mux2_2 (14), nand2b_1 (10), mux2i_1 (7)
synth_flops=29
area_leaders=dfxtp_1 (52%), mux2_2 (14%), mux2i_1 (6.3%)

[worst_setup_path]
r2r_start=Cnt[0]$_SDFFE_PP0P_
slowest_delay_ns=0.51
cp-start-kind=register
r2r_slack_ns=0.54
crit_fanout=3
slowest_stage=clkdlybuf4s50_1
setup.worst_path.class=register to primary output
cp_cell_sequence=clkdlybuf4s50_1
startpoint=shift_sum.out_reg[7]$_SDFFE_PP0P_
crit_path_end=Sum[7]
required_ns=1.60
worstReg2RegEnd=shift_sum.out_reg[4]$_SDFFE_PP0P_
crit_family=buffers and inverters
arrival_ns=1.15
path_depth=1
crit_path_end_kind=primary output
r2r_cells=5
critPathBufInv=1

[sta]
slew_viol_final=0
worst_pin_slew_ns=0.3178
final.setup.tns_ns=0
max_freq_ghz=0.6460
min_period_ns=1.548
slew_headroom_pct=78.72
skew_ns=0.005075
rsz0062_at_grt=false
setup_viol=0
fin_crit_sh_pct=77.40
finalHoldViolCount=0

[clocking]
cts_root_buffer=clkbuf_8
cts_setup_buffers=0
clk_pin_slew_worst_paths_ns=0.06
cts_hold_buf=0
htree_levels=2
cts_buffer_depth=2
cts-resized-gates=0
cts_buffers=5
cts_tree=yes
clk-insertion-delay-late_ns=0.28
clock-sinks=29

[detailed_routing]
ant_nets=0
vias=701
drc_errors=0
drt-initial-drc-count=69
drt_wl_total_microns=2189
wl_per_cell_microns=8.721
vias_per_cell=2.793
drt-pass1-iter-count=4
insertedDiodeCount=0

[floorplan]
num_rows=35
coreArea_sq_um=9284
die-width_microns=118
boundaryPins=26
die_height_microns=118
die-area_sq_um=13920
fp_util_pct=11.95

[finish]
drive_gt1_share_pct=19.67
synthToLayoutAreaGrowth_pct=44.08
stdcell_area_sq_um=1599

[run]
tool_warnings=27
maxCapViolations=0

[outcome]
status=finished clean

[global_route]
grt_pass1_wl_microns=3767
grt_max_degree=32
grt_pass1_vias=753
grt_use_total_pct=3.270
antenna_found_initial=0
overflow=0

[placed_design]
hpwl_microns=1609
gp_congestion=0.6931
port_buffers=25
placed_area_sq_um=1516

[pwr]
total_leakage_power_nw=0.5715
p_per_area_nw_per_um2=947.7
vdd_drop_max_uv=280.7

[worst_hold_path]
min_path_type=register to register

-- final cells by class --
cell class | instances | area (sq um)
Clock buffer | 6 | 72.57
Clock inverter | 2 | 10.01
Fill cell | 1058 | 7685
Inverter | 4 | 15.01
Multi-Input combinational cell | 54 | 481.7
Sequential cell | 29 | 580.6
Tap cell | 129 | 161.4
Timing Repair Buffer | 27 | 277.8
-- stage by stage --
stage | utilization (%) | std cells | hold WS (ns) | power [mW] | setup WS (ns)
floorplan | - | 92 | 0.4339 | 0.9683 | 0.6264
global placement | 16.33 | 243 | 0.4361 | 1.069 | 0.4266
detailed placement | 16.33 | 243 | 0.4423 | 1.072 | 0.4242
CTS | 17.22 | 251 | 0.4570 | 1.539 | 0.4308
global route | 17.22 | 251 | 0.4602 | 1.623 | 0.3562
finish | 17.22 | 251 | 0.4542 | 1.515 | 0.4519
-- worst min-delay path by stage --
stage / from / end / slack, ns / cells after the start
global route: shift_B.out_reg[2]$_DFF_P_ / shift_B.out_reg[1]$_DFF_P_ / 0.46 / 1
finish: shift_A.out_reg[6]$_DFF_P_ / shift_A.out_reg[5]$_DFF_P_ / 0.45 / 1
CTS: shift_A.out_reg[6]$_DFF_P_ / shift_A.out_reg[5]$_DFF_P_ / 0.46 / 1
-- routing by layer --
| layer | GRT usage [%] | wire length [microns] | vias up | share of wire (%) |
|---|---|---|---|---|
| li1 | - | - | 370 | - |
| met1 | 4.013 | 972 | 311 | 44 |
| met2 | 5.140 | 1028 | 16 | 47 |
| met3 | 1.556 | 146 | 4 | 6.7 |
| met4 | 0.6182 | 40 | 0 | 1.8 |
| met5 | 0 | 0 | - | 0 |
-- cells by family (layout without fill, tap and decap cells) --
kind of cell,after synthesis,count (layout),synth area share [%]
muxes,22,22,21.53
adders and majority gates,4,4,4.510
DFF,29,29,52.31
buffers and inverters,9,39,4.284
and+or+nand+nor,21,21,12.40
xor gates and xnor gates,2,2,1.579
AOI/OAI and AO/OA,5,5,3.382
-- cells in the final DEF, fill, tap and decap left out --
cell type         n
dfxtp_1          29
clkdlybuf4s50_1  25
mux2_2           14
nand2b_1         10
mux2i_1           7
clkbuf_8          5
inv_1             4
ha_1              4
and2_1            2
xnor2_1           2
nor4b_1           2
a211oi_1          2
nor3_1            2
nor2_1            2
clkinv_2          2
or3b_1            1
nor3b_2           1
nor2b_1           1
mux2_1            1
o31a_1            1
a211o_1           1
a21oi_1           1
clkbuf_1          1
buf_4             1
buf_12            1
-- where the power goes --
part | total (mW) | internal (mW) | leakage [nW] | switching, mW
logic | 0.332 | 0.210 | 0.285 | 0.122
registers | 0.726 | 0.661 | 0.241 | 0.0647
clock network | 0.458 | 0.240 | 0.0450 | 0.217
total | 1.52 | 1.11 | 0.572 | 0.404
Power figures rest on the tool's default switching activity, not on a simulated workload.
