**/design/flow/run.sh**
```bash
#!/bin/bash
# OpenROAD 26Q1-2900-gdf79404cd8, Yosys 0.63+post, stock flow scripts
make -C /OpenROAD-flow-scripts/flow DESIGN_CONFIG=/design/flow/config.mk WORK_HOME=/design/flow/orfs finish
```
**/design/flow/config.mk**
```make
export PLATFORM = sky130hd
export DESIGN_NAME = ones_count
export DESIGN_NICKNAME = ones_count
export VERILOG_FILES = /design/flow/design.v
export SDC_FILE = /design/flow/constraint.sdc
export NUM_CORES = 4
export LEC_CHECK = 1
export CORE_AREA = 10 10 85 85
export DIE_AREA = 0 0 95 95
```
**/design/flow/constraint.sdc**
```tcl
current_design ones_count

set clk_period 10.9
set clk_io_pct 0.2

create_clock -name clk0 -period $clk_period

set non_clock_inputs [all_inputs -no_clocks]
set_input_delay [expr $clk_period * $clk_io_pct] -clock clk0 $non_clock_inputs
set_output_delay [expr $clk_period * $clk_io_pct] -clock clk0 [all_outputs]
```
**/design/flow/design.v**
```verilog
module ones_count(A, ones);
    input [31:0] A;
    output reg [5:0] ones;
    integer i;
    always@(A)
      begin
          ones = 0;   
          for(i=0;i<32;i=i+1)    
              ones = ones + A[i];  
      end
endmodule
```
==> impl_table.tex <==
% Yosys + OpenROAD metrics
\begin{tabular}{lr}
\hline
Metric & Value \\
\hline
\multicolumn{2}{l}{\textbf{Status}} \\
Status & finished, final reports clean \\
\multicolumn{2}{l}{\textbf{Drt}} \\
Wire per inst & 8.85 um \\
Detailed router's first-iteration violation count & 1 \\
Total via count in the routed design & 536 \\
Remaining routing DRC violations & 0 \\
Count of TritonRoute iterations in the first routing pass & 2 \\
Total length of routed wires & 1620 um \\
Final antenna-violating net count & 0 \\
Antenna cells & 0 \\
Vias per inst & 2.93 \\
\multicolumn{2}{l}{\textbf{STA}} \\
Number of endpoints failing setup at the final stage & 0 \\
Highest Clock Rate & 105 MHz \\
Max Transition Viols Final & 0 \\
Worst hold slack & 5.40 ns \\
Min Tclk post-route & 9.53 ns \\
Unrepaired setup endpoints after global routing & false \\
Tightest Pin Transition & 0.192 ns \\
Number of hold violations in the final report & 0 \\
Crit share post-route & 87.4\% \\
Total Negative Setup Slacks & 0 ns \\
Relative slew margins & 87.0\% \\
\multicolumn{2}{l}{\textbf{Run}} \\
Number of max-capacitance violations reported & 0 \\
Tool Warnings & 32 \\
\multicolumn{2}{l}{\textbf{Setup path}} \\
CP max stage delay & 0.54 ns \\
Path type of the worst setup path & input pin to output pin \\
Arrival time of the worst setup path & 7.35 ns \\
Cell breakdown of the critical path & clkdlybuf4s50\_1 -> inv\_1 -> fa\_1 -> inv\_1 -> fa\_1 -> fa\_1 -> fa\_1 -> fa\_1 -> inv\_1 -> fa\_1 -> inv\_1 -> ha\_1 -> inv\_1 -> fa\_1 -> nand2b\_1 -> a21oi\_2 -> xor2\_1 -> clkdlybuf4s50\_1 \\
Top cell by count, worst path & fa\_1 \\
Highest fanout seen on the critical path & 2 \\
Sort of element at the end of the critical path & output pin \\
Crit path DRT & 8.72 ns \\
Critical Path Start Type & input pin \\
Cell with the largest stage delay on the worst path & fa\_1 \\
\multicolumn{2}{l}{\textbf{Place}} \\
Post-place instance area & 1230 um2 \\
Placer congestion estimate & 0.803 \\
I/O Buffers & 38 \\
Detailed Place HPWL & 1630 um \\
\multicolumn{2}{l}{\textbf{Hold path}} \\
Number of cells traversed by the worst hold path & 3 \\
Type of the worst min-delay path & input pin to output pin \\
Endpoint of the worst hold-timing path & ones[0] \\
Launch point of the worst hold path & A[2] \\
\multicolumn{2}{l}{\textbf{Global routing}} \\
Global-route usage over all layers & 3.48\% \\
Global-route wire length before repair & 2560 um \\
Number of antenna violations at the first check in global routing & 0 \\
Number of global-route vias before repair & 578 \\
Global route total overflow & 0 \\
Pin count of the biggest net entering global routing & 4 \\
\multicolumn{2}{l}{\textbf{Clocking}} \\
Cell resize tally after clock tree synthesis & 0 \\
Post-CTS setup repair buffer count & 0 \\
Number of hold buffers added after CTS & 0 \\
\multicolumn{2}{l}{\textbf{Finish}} \\
Filler cells & 605 \\
Clock buffer instance count of the final layout & 0 \\
Fraction of layout cells with a size suffix above 1 & 1.80\% \\
Layout-stage area growth over the synthesis result & 62.0\% \\
Number of flip-flops and latches & 0 \\
Layout Cell Area excl Fill & 1230 um2 \\
Area taken by flip-flops and latches & 0 um2 \\
\multicolumn{2}{l}{\textbf{Floorplan}} \\
Chip Area & 9030 um2 \\
Number of rows in the core area & 27 \\
Starting density of the core & 13.9\% \\
Num ports & 38 \\
Core area & 5470 um2 \\
Overall die width & 95 um \\
Vertical extent of the die & 95 um \\
\multicolumn{2}{l}{\textbf{Yosys}} \\
Ys cells & 73 \\
Share of the synthesized area in the top cell type & 63.4\% \\
Post-Synthesis Cells & 73 \\
Average footprint of a synthesized cell & 10.4 um2 \\
Distinct cells, synth & 11 \\
Top cell type by total area after synthesis & fa\_1 \\
Synth Seq Share & 0\% \\
Top cells, area & fa\_1, inv\_1, ha\_1 \\
Most repeated cell in the gate-level netlist after synthesis & inv\_1 \\
Top cell types by occurrence after synthesis & inv\_1, fa\_1, ha\_1 \\
Synthesized cell area & 758 um2 \\
Total of warnings raised by yosys & 1 \\
Chip area from the yosys synthesis statistics & 758 um2 \\
\multicolumn{2}{l}{\textbf{Power}} \\
Static Leakage & 0.567 nW \\
Maximum VDD drop & 202 uV \\
Total power divided by cell area & 374 nW/um2 \\
\hline
\end{tabular}
==> layout make-up <==
type | instances | area (um2) | share of cell area (%)
timing repair buffer | 38 | 380 | 31.0
multi-input combinational | 43 | 646 | 52.5
inverter | 30 | 113 | 9.16
tap | 72 | 90.1 | 7.33
==> worst max path at each step <==
stage,start,end,cells past startpoint
final,A[0],ones[4],18
after global routing,A[0],ones[4],18
after CTS,A[0],ones[4],18
==> where the power goes <==
group          internal (mW)  leakage, nW  switching (mW)
clock network              0            0               0
registers                  0            0               0
logic                  0.280        0.567           0.180
total                  0.280        0.567           0.180
==> metal layers <==
metal | track usage, % | vias up | wire, um
li1 | - | 276 | -
met1 | 5.22 | 237 | 744
met2 | 5.03 | 23 | 698
met3 | 1.28 | 0 | 177
met4 | 0 | 0 | 0
met5 | 0 | - | 0
==> critical path: cells and delay by family <==
family                     cells  cell delay (ns)
buffers and inverters          7             1.21
adders and majority gates      8             3.50
and+or+nand+nor                1             0.17
xor gates and xnor gates       1             0.15
AOI/OAI and AO/OA              1             0.13
==> through the flow <==
stage / total power, mW / instances / util (%) / setup slack (ns)
after global placement: 0.484 / 183 / 22.5 / 1.32
after detailed placement: 0.481 / 183 / 22.5 / 1.29
final: 0.460 / 183 / 22.5 / 1.37
after floorplan: 0.257 / 73 / - / 2.51
after global routing: 0.536 / 183 / 22.5 / 1.08
after CTS: 0.486 / 183 / 22.5 / 1.28
==> placed cells by master (no fill, tap or decap) <==
cell type        instances
clkdlybuf4s50_1         38
o21ai_0                  1
xor2_1                   1
xnor2_1                  2
a21oi_2                  2
nor2_1                   2
nand2b_1                 1
ha_1                     7
a21o_1                   1
fa_1                    24
inv_1                   30
nand2_1                  2
==> cell families (layout without fill, tap and decap cells) <==
family                   after synthesis  in the layout  share of synthesized area, %
AND/OR/NAND/NOR                        5              5                          2.81
adder cells (fa/ha/maj)               31             31                          74.9
AND-OR/OR-AND                          4              4                          3.96
buffers and inverters                 30             68                          14.9
XOR/XNOR                               3              3                          3.47
Power and IR drop assume default switching activity.
