==> design/flow/design.v <==
module sequence(y,z, x, rst, clk);
  output y,z;
  input x;
  input clk, rst;
  reg y,z;
  reg[2:0] state;
  parameter s0=3'd0, s1=3'd1, s2=3'd2, s3=3'd3, s4= 3'd4, s5= 3'd5, s6= 3'd6, s7= 3'd7;
  always @(posedge clk or negedge rst)
  if(rst==0) begin state=s0; y=0; z=0; end
  else begin
  case (state)
  s0: if(x==0) begin y=0; z=0; state=s2; end
  else begin y=0; z=0; state=s1; end
  s1: if(x==0) begin y=0; z=0; state=s3; end
  else begin y=0;z=0; state=s1; end
  s2: if(x==0) begin y=0; z=0; state=s2; end
  else begin y=0; z=0; state=s4; end
  s3: if(x==0) begin y=0; z=0; state=s2; end
  else begin y=1; z=0; state=s4; end
  s4: if(x==0) begin y=0; z=0; state=s3; end
  else begin y=0; z=1; state=s5; end
  s5: if(x==0) begin y=0; z=0; state=s6; end
  else begin y=0; z=0; state=s5; end
  s6: if(x==0) begin y=0; z=0; state=s6; end
  else begin y=0; z=0; state=s7; end
  s7: if(x==0) begin y=0; z=0; state=s6; end
  else begin y=0; z=1; state=s5; end
  default: state=s0;
  endcase
  end
endmodule
==> design/flow/run.sh <==
#!/bin/bash
# OpenROAD 26Q1-2900-gdf79404cd8, Yosys 0.63+post, stock flow scripts
make -C /OpenROAD-flow-scripts/flow DESIGN_CONFIG=/design/flow/config.mk WORK_HOME=/design/flow/orfs finish
==> design/flow/config.mk <==
export PLATFORM = sky130hd
export DESIGN_NAME = sequence
export DESIGN_NICKNAME = sequence
export VERILOG_FILES = /design/flow/design.v
export SDC_FILE = /design/flow/constraint.sdc
export NUM_CORES = 4
export LEC_CHECK = 1
export CORE_AREA = 10 10 70 70
export DIE_AREA = 0 0 80 80
==> design/flow/constraint.sdc <==
current_design sequence

set clk_period 1.1
set clk_io_pct 0.2

create_clock -name clk0 -period $clk_period [get_ports {clk}]

set non_clock_inputs [all_inputs -no_clocks]
set_input_delay [expr $clk_period * $clk_io_pct] -clock clk0 $non_clock_inputs
set_output_delay [expr $clk_period * $clk_io_pct] -clock clk0 [all_outputs]
==> Changelog: implementation <==
### Physical design

- Most frequent cells in the layout: dfrtp_1 (9), nor2_1 (5), clkbuf_4 (3)
- Max Root-Sink Buffers: 2
- DRT iter0 DRCs: 20
- Max-slew violation count: 0
- Setup CP Type: flop to flop
- Final setup fails: 0
- Crit path DAT: 1200 ps
- Yosys stat chip area: 353 um^2
- R2r startpoint: state[2]$_DFF_PN0_
- FILL cells: 396
- Drt wl/cell: 6.61 um
- Overall Global Routing Usage: 1.94%
- ANT cells: 0
- Metal2 WL: around 210 um
- Clk Latency, worst-skew pair: 260 ps
- RSZ-0062 raised after global routing: no
- Tool Warnings: 25
- Antenna-violating nets left: 0
- Fp_density: 10.3%
- Mapped Area: 353 um^2
- Initial antenna violation count: 0
- Vias per cell: around 2.7
- M1 wire length: roughly 260 um
- DRC Markers: 0
- PortBufs: 4
- Period utilization: 91.4%
- Max_cap viols: 0
- Yosys cell types: 15
- Min-Delay Path Class: primary input to async pin
- Root Driver: clkbuf_4
- Fin crit period: 1010 ps
- Seq share, synth: 71.3%
- Reg-to-Reg End: state[3]$_DFF_PN0_
- Layout cells sized above 1: 15.8%
- Max Fanout on Critical Path: 4
- Ys flops: 10
- Non-filler cells, final: 84
- Postcts setup bufs: 0
- Cell type with the largest total area: dfrtp_1
- I/O pin cnt: 5
- DRT Wirelength: 555 um
- Grt total ovfl: 0
- Worst setup SP type: flop
- Reg clk slew, reported paths: 60 ps
- CP Capture Type: flop
- DIE AREA: 0.00640 mm^2
- Biggest area cells: dfrtp_1 (64%), dfstp_2 (7.4%), nor2_1 (5.3%)
- Clock sinks: 10
- Chip width: 80 um
- Peak Freq: slightly below 1000 MHz
- Final hold violation count: 0
- Leakage: 0.210 nW
- Final GP Congestion: 0.811
- Outcome: finished, final reports clean
- Top cell area share: 63.8%
- Top sig layer: met4
- DRT Pass-1 Iters: 2
- Mapped Avg Cell Area: 12.2 um^2
- Most frequent logic cell in the layout: dfrtp_1
- Core area: 0.00342 mm^2
- Cells on worst reg2reg path: 2
- Setup TNS: 0 ps
- CP required: 1290 ps
- Die extent in y: ~80 um
- Routed via count: 224
- CTS tree: done
- H-tree levels: 1
- Placed cells: 80
- Flop2flop setup slack: 90 ps
- Cell count listed in synth_stat.txt: 29
- Layout area overhead: 37.9%
- Max VDD drop: 296 uV
- Met3 wire length: 79 um
- Post-DP HPWL: 417 um
- Pwr Total: 0.716 mW
- CTS Hold Buffers Added: 0
- Syn. warnings: 1
- Vias in the first global route: between 200 and 250
- CTS Buf Count: 3
- Largest net degree at the start of global routing: 11
- # rows: 21
- Global-route wire length before repair: 993 um
- Post-Synthesis Cells: 29
- Power per cell area: 1470 mW/mm^2
- Skew final: 10.8 ps
==> what timing repair did <==
| action | 4_1_cts | 5_1_grt |
|---|---|---|
| endpoints found under the setup margin | 2 | 2 |
| gates resized | 2 | 2 |
| pin swaps | 0 | 0 |
==> cell families (layout without fill, tap and decap cells) <==
group	after synthesis	in the layout	synth area share, %
compound gates	4	4	7.80
buf+inv	3	12	3.55
flops	10	10	71.3
other cells	1	1	1.06
simple gates	11	11	16.3
==> critical path, cell delays in order, from the launching register on <==
cell     delay, ps
dfrtp_1        400
or3_1          400
a21oi_1        150
==> layout make-up <==
class / instances / area [um^2] / area share, %
clock buffer: 4 / 26.3 / 5.40
inverter: 2 / 7.51 / 1.54
multi-input combinational: 16 / 88.8 / 18.3
sequential: 10 / 251 / 51.7
tap: 46 / 57.6 / 11.8
timing repair buffer: 6 / 55.1 / 11.3
==> power by group <==
part | switching (mW) | internal [mW] | total (mW) | leakage, nW
Sequential | 0.0148 | 0.394 | 0.409 | 0.128
Clock | 0.111 | 0.139 | 0.251 | 0.0150
Combinational | 0.0253 | 0.0319 | 0.0572 | 0.0669
==> cell usage after synthesis, drive strengths merged <==
cell / count
and2: 1
a21boi: 1
or3: 1
dfrtp: 9
inv: 2
and3: 1
o21a: 2
nor2b: 1
clkbuf: 1
dfstp: 1
nor2: 5
conb: 1
nor4b: 1
nor3: 1
a21oi: 1
==> routing by layer <==
metal,track usage (%),vias up
met2,2.65,6
met4,0.528,0
li1,-,113
met3,1.48,2
met1,2.31,103
met5,0,-
==> how the worst max path moves through the flow <==
stage | slack, ps | end | from | cells past startpoint
CTS | 20 | y | y$_DFF_PN0_ | 1
global route | 50 | z | z$_DFF_PN0_ | 1
finish | 90 | state[3]$_DFF_PN0_ | state[2]$_DFF_PN0_ | 2
==> per-stage QoR <==
step	hold WS, ps	setup slack [ps]	instance area (um^2)	utilization (%)
6_report	242	94.1	487	14.2
5_1_grt	257	48.3	487	14.2
4_1_cts	242	17.6	484	14.2
3_5_place_dp	482	-74.5	460	13.5
3_3_place_gp	469	-58.7	460	13.5
2_1_floorplan	-75.6	137	353	-
==> state kept, by name, summed over array words and instances, names as in the netlist <==
signal  count
z           1
y           1
state       8
Power figures rest on the tool's default switching activity, not on a simulated workload.
